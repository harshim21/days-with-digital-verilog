### design.v
`timescale 1ns / 1ps
module cla_adder (
    input wire [3:0] a,     
    input wire [3:0] b,     
    input wire cin,         
    output wire [3:0] sum,  
    output wire cout        
);
    wire [3:0] p, g;  
    wire [4:0] c;     
    assign p = a ^ b;         
    assign g = a & b;         
    assign c[0] = cin;        
    assign c[1] = g[0] | (p[0] & c[0]);
    assign c[2] = g[1] | (p[1] & c[1]);
    assign c[3] = g[2] | (p[2] & c[2]);
    assign c[4] = g[3] | (p[3] & c[3]);
    assign sum = p ^ c[3:0];  
    assign cout = c[4];       
endmodule
### run.sh
#!/bin/bash
# OpenROAD 26Q1-2900-gdf79404cd8, Yosys 0.63+post, stock flow scripts
make -C /OpenROAD-flow-scripts/flow DESIGN_CONFIG=/design/flow/config.mk WORK_HOME=/design/flow/orfs finish
### config.mk
export PLATFORM = sky130hd
export DESIGN_NAME = cla_adder
export DESIGN_NICKNAME = cla_adder
export VERILOG_FILES = /design/flow/design.v
export SDC_FILE = /design/flow/constraint.sdc
export NUM_CORES = 4
export LEC_CHECK = 1
export CORE_AREA = 10 10 70 70
export DIE_AREA = 0 0 80 80
### constraint.sdc
current_design cla_adder

set clk_period 3.0
set clk_io_pct 0.2

create_clock -name clk0 -period $clk_period

set non_clock_inputs [all_inputs -no_clocks]
set_input_delay [expr $clk_period * $clk_io_pct] -clock clk0 $non_clock_inputs
set_output_delay [expr $clk_period * $clk_io_pct] -clock clk0 [all_outputs]
==> results.txt <==
Clkbuf count: 0
Placement-stage worst setup slack: -700.8 ps
Leakage power: 0.0001427 µW
Maxcap violations: 0
Number of vias per cell: 1.770
Layout sequential cell count: 0
Post-Route Setup TNS: 0 ps
# rows: 21
Startpoint-to-endpoint class of the critical path: in -> out
Setup WS post-layout: 119.9 ps
First-pass GRT wire length: 655 µm
Die Width: 80 µm
Initial DRT Pass Iterations: 1
Area of the chip: 0.006400 mm²
Maximum number of pins on one net before global-route repair: 2
Post-synthesis instance total: 14
Total vias in the final route: 131
Setup repair after global routing missed its margin: no
Area growth syn-to-layout: 156.4%
Share of post-route cells with drive strength above 1: 42.86%
Largest fanout on the critical path: 1
Most area-hungry cell type in the Yosys netlist: fa_1
Warnings from Yosys: 0
Cells in synth_stat.txt: 14
Final wirelength: 438 µm
Global-route usage over all layers: 1.301%
Run status: complete, no violations
First-iteration detailed-routing DRC count: 0
Power density over the cells: 139.4 mW/mm²
Count of buffers inserted at the top-level ports: 14
Global placer's final weighted congestion: 0.7851
CP max-delay cell: fa_1
Class of the most critical hold timing path: in -> out
Critical path capture point type: output pin
ANT nets after route: 0
Total inserted antenna cells: 0
Seq. cell area: 0 µm²
Final tally of max-slew violations: 0
Post-synthesis cell area: 117.6 µm²
Post-synthesis area per instance: 8.401 µm²
Detail-routed net length per standard cell: 5.919 µm
DRC viols: 0
Final critical path time including I/O delays and setup: 2880 ps
Standard cell core area: 0.003416 mm²
Sequential-to-total area share from yosys stat: 0%
Number of global-route vias before repair: 127
Overall power of the completed layout: 42.04 µW
Number of warning messages in the logs: 32
CP Launch Type: input port
Crit-path cells: buf_2 -> inv_2 -> fa_2 -> inv_2 -> fa_2 -> fa_2 -> inv_2 -> fa_1 -> inv_1 -> buf_2
Final period util: 96.00%
Most common logic cell in the routed design: clkdlybuf4s50_1
Hold buffer count at CTS: 0
CP Data Required Time: 2400 ps
Synth top area cells: fa_1 (68%), inv_1 (32%)
Final tally of setup violations: 0
Most instantiated logic cells after routing: clkdlybuf4s50_1 (6), inv_2 (5), inv_1 (5)
Total placed cells including tap cells: 74
Maximum clock frequency: 347.2 MHz
Crit path arrival time: 2280 ps
Worst relative slew slack: 93.36%
Final Hold Violation Tally: 0
Count of unique library cells instantiated by Yosys: 2
Portion of synthesized cell area occupied by the leading cell type: 68.09%
Initial core utilization: 3.443%
Total congestion overflow after global routing: 0
Utilization after layout: 8.828%
Worst Tran Pin Value: 99.44 ps
Height of the die: 80 µm
Slowest Stage Delay on Critical Path: 400 ps
Number of antenna violations at the first check in global routing: 0
Number of I/O pins: 14
Yosys chip area: 117.6 µm²
Maximum VDD drop: 36.87 µV
DP Wirelength: 436.6 µm
Non-filler instance count after layout: 74
## metal layers
layer  global-route usage [%]  share of wire, %  up-vias  wire [µm]
li1                         -                 -       60          -
met1                    1.744                45       58        195
met2                    1.685                31       13        134
met3                    1.023                24        0        107
met4                        0                 0        0          0
met5                        0                 0        -          0
## synth_stat cells, drive strengths merged
master	count
fa	4
inv	10
## power breakdown
part	leakage, µW	switching [µW]	internal, µW	total (µW)
clock network	0	0	0	0
logic	0.000143	14.4	27.7	42.0
registers	0	0	0	0
## worst max-delay path: cells and delay by family
family	cells	cell delay, ps
buffers and inverters	6	400
adders and majority gates	4	1270
## metrics by stage
stage          hold slack [ps]  cell area, µm²
3_3_place_gp              2242           315.3
6_report                  1949           301.5
5_1_grt                   2005           301.5
3_5_place_dp              2276           315.3
2_1_floorplan             1307           117.6
4_1_cts                   1957           299.0
## kinds of logic after synthesis
| kind of cell | count (synthesis) | share of synthesized area [%] |
|---|---|---|
| buffers and inverters | 10 | 31.92 |
| adder cells (fa/ha/maj) | 4 | 68.09 |
## final timing paths
kind	start	slack (ps)	to	cells past startpoint
worst min-delay path	b[1]	1950	sum[2]	4
worst max-delay path	b[0]	120	sum[3]	10
## layout make-up
type,count,area [µm²]
Fill cell,405,3114
Timing Repair Buffer,14,118.9
Multi-Input combinational cell,4,87.58
Tap cell,46,57.56
Inverter,10,37.54
## timing repair
action	in CTS	in global routing
endpoints found under the setup margin	4	1
setup buffers	0	0
pin swaps	4	3
resized	23	2
Power is estimated from default activity; no workload was simulated.
