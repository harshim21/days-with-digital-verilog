`./run.sh`:
```
#!/bin/bash
# OpenROAD 26Q1-2900-gdf79404cd8, Yosys 0.63+post, stock flow scripts
make -C /OpenROAD-flow-scripts/flow DESIGN_CONFIG=/design/flow/config.mk WORK_HOME=/design/flow/orfs finish
```
`./config.mk`:
```
export PLATFORM = sky130hd
export DESIGN_NAME = demux_4_to_16
export DESIGN_NICKNAME = demux_4_to_16
export VERILOG_FILES = /design/flow/design.v
export SDC_FILE = /design/flow/constraint.sdc
export NUM_CORES = 4
export LEC_CHECK = 1
export CORE_AREA = 10 10 70 70
export DIE_AREA = 0 0 80 80
```
`./design.v`:
```
`timescale 1ns / 1ps
   module demux_4_to_16 (
    input wire [3:0] sel,   
    input wire in,          
    output reg [15:0] y     
);
    always @(*) begin
        case (sel)
            4'b0000: y = 16'b0000000000000001 & {16{in}};
            4'b0001: y = 16'b0000000000000010 & {16{in}};
            4'b0010: y = 16'b0000000000000100 & {16{in}};
            4'b0011: y = 16'b0000000000001000 & {16{in}};
            4'b0100: y = 16'b0000000000010000 & {16{in}};
            4'b0101: y = 16'b0000000000100000 & {16{in}};
            4'b0110: y = 16'b0000000001000000 & {16{in}};
            4'b0111: y = 16'b0000000010000000 & {16{in}};
            4'b1000: y = 16'b0000000100000000 & {16{in}};
            4'b1001: y = 16'b0000001000000000 & {16{in}};
            4'b1010: y = 16'b0000010000000000 & {16{in}};
            4'b1011: y = 16'b0000100000000000 & {16{in}};
            4'b1100: y = 16'b0001000000000000 & {16{in}};
            4'b1101: y = 16'b0010000000000000 & {16{in}};
            4'b1110: y = 16'b0100000000000000 & {16{in}};
            4'b1111: y = 16'b1000000000000000 & {16{in}};
            default: y = 16'b0000000000000000;   
        endcase
    end
endmodule 
```
`./constraint.sdc`:
```
current_design demux_4_to_16

set clk_period 1.7
set clk_io_pct 0.2

create_clock -name clk0 -period $clk_period

set non_clock_inputs [all_inputs -no_clocks]
set_input_delay [expr $clk_period * $clk_io_pct] -clock clk0 $non_clock_inputs
set_output_delay [expr $clk_period * $clk_io_pct] -clock clk0 [all_outputs]
```
==> reports/qor.csv <==
metric;value;unit
internal-power;50.7;µW
route.detailed.drc;0;
tightestPinTransition;0.237;ns
power;93.4;µW
syn_area;204;µm²
status;finished clean;
p_seq_share;0;%
ys_chip_area;204;µm²
setup_viol;0;
hold_violations;0;
yosysSeqAreaShare;0;%
power_frac_clock;0;%
ys_sh_adder;0;%
grt_start_max_net_pins;7;
maxSlewHeadroom;84.1;%
synth.avg_cell_area;7.55;µm²
tool_warnings;32;
syn-instance-count;27;
preCtsSetupSlack;-0.513;ns
worst_setup_path_start_kind;primary input;
io_buffers;21;
synth.distinct_cells;12;
seq_area;0;µm²
top_logic_kind;simple AND/OR/NAND/NOR gates;
path_buffers;3;
cp.required;1.36;ns
finalClockPeriodUsage;96.2;%
max_cap_violations;0;
routed_via_density;2.90;
core-area;3420;µm²
end_kind;output pin;
avgRoutedWirePerCell;11.0;µm
nFillCells;383;
clockBufferCount;0;
drive_gt1_share;55.4;%
grt_usage;3.40;%
yosys.area_share.aoi;0;%
synth.area.mux_share;0;%
antenna_found_initial;0;
final_common_cell;dlygate4sd2_1;
dieWidth;80;µm
wirelength;1120;µm
area_growth;185;%
cp_data_arrival_time;1.29;ns
vdd_drop_max;0.0290;mV
sw_frac_of_total;45.7;%
ys_cells;27;
cp_slowest_stage_delay;0.49;ns
p_switching;42.7;µW
seq_cell_count;0;
hold_class;primary input to output pin;
fin_util;17.0;%
num_rows;21;
hpwl;943;µm
grt_pass1_vias;313;
path_delay_family;buffers and inverters;
gp_congestion;0.806;
combGateArea;230;µm²
fin_setup_tns;0;ns
drtAntennaViolNets;0;
grt_overflow;0;
antenna-diode-count;0;
initCoreUtil;5.97;%
yosysWarnings;1;
first_pass_iters;3;
die-area;6400;µm²
die-height;80;µm
drt_iter0_markers;5;
fmax;612;MHz
io_pins;21;
worstPathCellList;buf_2, buf_4, nor3_2, clkdlybuf4s50_1;
critPathMaxFanout;6;
ctsHoldBuffers;0;
leakagePower;0.000249;µW
crit_path_top_delay_cell;clkdlybuf4s50_1;
ys_sh_simple;89.0;%
rsz0062_at_grt;no;
fin_crit;1.63;ns
p_per_area;161;nW/µm²
synthXorXnorAreaFrac;0;%
path_class;primary input to output pin;
vias;296;
grt_pass1_wl;1700;µm
final_cell_mix;dlygate4sd2_1 (9), buf_4 (8), clkdlybuf4s50_1 (7), nor2_1 (5), nor3_2 (5);
fin_ws;0.0652;ns
finalMaxSlewViolations;0;
pwr-share-comb;100.0;%
[per-layer routing]
layer / vias up / wire (µm) / GRT usage (%)
met1: 142 / 263 / 2.11
met3: 0 / 0 / 0
met2: 0 / 859 / 9.23
li1: 154 / - / -
met5: - / 0 / 0
met4: 0 / 0 / 0
[Yosys cell counts]
| library cell | count | area share, % |
|---|---|---|
| nor3_2 | 6 | 29 |
| nand2b_2 | 1 | 4.3 |
| nand2_2 | 1 | 3.1 |
| nand3b_1 | 2 | 7.4 |
| nor4_2 | 2 | 12 |
| nor2_1 | 6 | 11 |
| nor3_1 | 2 | 4.9 |
| nand2_1 | 1 | 1.8 |
| nand2b_1 | 1 | 3.1 |
| nand2b_4 | 1 | 6.7 |
| buf_6 | 2 | 11 |
| nand3_1 | 2 | 4.9 |
[area by class of cell]
| cell class | instances | share of cell area, % |
|---|---|---|
| multi-input combinational | 25 | 39.7 |
| timing repair buffer | 31 | 50.4 |
| tap | 46 | 9.91 |
[path summary, 6_finish.rpt]
path              startpoint  endpoint  slack (ns)  cells after the start
setup / recovery      sel[0]     y[10]        0.07                      4
hold / removal        sel[2]      y[2]        1.19                      4
[kinds of logic (layout without fill, tap and decap cells)]
kind of cell           after synthesis  after routing
and+or+nand+nor                     25             25
buffers and inverters                2             31
[metrics by stage]
step / instance area, µm² / hold slack, ns / std cells
floorplan: 204 / 0.695 / 27
CTS: 577 / 1.20 / 102
global placement: 484 / 1.74 / 95
finish: 581 / 1.19 / 102
detailed placement: 484 / 1.74 / 95
global route: 581 / 1.21 / 102
[power by group through the flow]
stage	combinational, µW	sequential [µW]	clock, µW
CTS	93.1	0	0
global route	100	0	0
finish	93.4	0	0
[what timing repair did]
action                     4_1_cts  5_1_grt
gates resized                   38        5
cloned                           1        0
setup buffers                    6        0
pin swaps                        4        1
setup endpoints to repair       16        5
Power figures rest on the tool's default switching activity, not on a simulated workload.
