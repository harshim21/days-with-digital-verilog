--- flow/config.mk ---
export PLATFORM = sky130hd
export DESIGN_NAME = multiplier
export DESIGN_NICKNAME = multiplier
export VERILOG_FILES = /design/flow/design.v
export SDC_FILE = /design/flow/constraint.sdc
export NUM_CORES = 4
export LEC_CHECK = 1
export CORE_AREA = 10 10 72 72
export DIE_AREA = 0 0 82 82
--- flow/constraint.sdc ---
current_design multiplier

set clk_period 6.0
set clk_io_pct 0.2

create_clock -name clk0 -period $clk_period

set non_clock_inputs [all_inputs -no_clocks]
set_input_delay [expr $clk_period * $clk_io_pct] -clock clk0 $non_clock_inputs
set_output_delay [expr $clk_period * $clk_io_pct] -clock clk0 [all_outputs]
--- flow/design.v ---
`timescale 1ns / 1ps
module multiplier (
    input wire [3:0] a,     
    input wire [3:0] b,     
    output reg [7:0] product  
);
    reg [7:0] partial_sum;
    integer i;
    always @(*) begin
        partial_sum = 8'b0;
        for (i = 0; i < 4; i = i + 1) begin
            if (b[i])
                partial_sum = partial_sum + (a << i);
        end
        product = partial_sum;
    end
endmodule
--- flow/run.sh ---
#!/bin/bash
# OpenROAD 26Q1-2900-gdf79404cd8, Yosys 0.63+post, stock flow scripts
make -C /OpenROAD-flow-scripts/flow DESIGN_CONFIG=/design/flow/config.mk WORK_HOME=/design/flow/orfs finish
==> Slide: Implementation Results <==
Flow Results at a Glance

Place
  – Buffers on Ports: 16
  – Dpl ws: -0.433 ns
  – Hpwl dp: 1270 um
  – Inst Count DP: 149
  – Placer congestion estimate: 0.782

Power
  – Combinational Power Share: 1.000
  – Switch share: 0.395
  – LEAKAGE: 0.484 nW
  – PwrDens: between 100 and 150 mW/mm2
  – Part of the power in the clock network: 0
  – Switch Pwr: about 0.045 mW
  – Reg power frac: 0
  – Tot Pwr: approximately 0.11 mW
  – Int Pwr: between 0.06 and 0.07 mW
  – Worst VDD drop: 50.2 uV

Routing
  – Post-DR wirelength/cell: 9.86 um
  – DR vias: 599
  – Drt first pass iters: 4
  – DR iter-0 viols: 7
  – Diodes inserted: 0
  – Antenna viol nets, final: 0
  – Via/cell ratio: between 3 and 4
  – Drc violations: 0
  – DRT Wirelength: between 1500 and 2000 um

Min path
  – Worst Hold End: product[0]
  – Min-Delay Path Class: primary input to output port
  – WHS Path Cells: 4
  – Worst hold start: b[0]

Setup path
  – CP max stage delay: 0.52 ns
  – CP Cell Sequence: clkdlybuf4s15_2, and2_4, ha_4, inv_1, fa_2, mux2i_2, ha_2, inv_1, fa_2, nand2_1, o21a_1, ha_4, fa_2, inv_1, a221oi_1, dlygate4sd2_1
  – Critical path required time: between 4 and 5 ns
  – Slowest stage cell, crit path: fa_2
  – CP max FO: 2
  – Setup crit start kind: primary input
  – Setup CP Type: primary input to output port
  – Data arrival time of the worst path: about 4.6 ns
  – Crit end category: output port

GRT
  – Largest net degree at the start of global routing: 12
  – Grt total ovfl: 0
  – Gr usage total: 0.0467
  – Vias in the first global route: ~610
  – Initial antenna violation count: 0
  – First-pass GRT wire length: ~2600 um

Timing
  – Slew headroom: 0.714
  – Hold Fails Final Rpt: 0
  – Max frequency: between 150 and 200 MHz
  – Unrepaired setup endpoints after global routing: no
  – Tightest Pin Transition: between 0.4 and 0.5 ns
  – Hold slack: between 3 and 4 ns
  – Period minus WS final: 5.79 ns
  – Fin crit share: 0.964
  – Setup slack after layout: 0.214 ns
  – Final setup fails: 0
  – Slew Viols, Final: 0

Cells and area
  – Sequential standard cell area: 0 um2
  – Most instantiated logic cells after routing: 19 x buf_4, 8 x clkdlybuf4s50_1, 7 x inv_1, 7 x ha_1, 6 x nand2_1
  – Clock buffers: 0
  – Synth-to-layout area growth: 75.1%
  – Finished Layout Cells: roughly 150
  – Most frequent logic cell in the layout: buf_4
  – Final Util: 0.274
  – Seq cells: 0
  – Share of layout cells above drive strength 1: 0.396

Die
  – Ports: 16
  – Row count: 22
  – DIE WIDTH: 82 um
  – Core ar.: 0.00369 mm2
  – Die area: 0.00672 mm2
  – Die Y: 82 um
  – Pre-Place Util: 0.157

Logic synthesis
  – Yosys Instances: 73
  – Top cell type's share of synthesized area: 0.238
  – Syn. warnings: 1
  – Mapped Cells: approximately 73
  – Register share after synthesis: 0
  – Mapped Area: just under 600 um2
  – Main area contributors: ha_1 24%, fa_1 10%, mux2i_1 6.9%, a21oi_1 6.1%, mux2_2 5.8%
  – Mean Syn Cell Area: about 7.9 um2
  – Distinct lib cells: 25
  – Leading area contributor after synthesis: ha_1
  – Synthesis area per yosys: around 580 um2

Run status
  – Outcome: finished clean

Job
  – OpenROAD warning count: 33
  – Max_cap viols: 0
timing repair:
action / CTS / global route
hold buffers: 0 / 0
pin swaps: 15 / 5
endpoints found under the setup margin: 4 / 4
resized: 26 / 4
buffers inserted: 4 / 1
cells in the mapped netlist, types with 3 or more instances:
library cell and instances:
fa_1 3, mux2i_1 4, inv_1 7, mux2_2 3
a21oi_1 7, xor2_1 3, nand2_1 7, a21o_1 3
ha_1 11, o21a_1 3, nand2b_1 3
area by class of cell:
class                      instances  area, um2
tap                               48       60.1
timing repair buffer              35        302
fill                             400       2680
inverter                           8       30.0
multi-input combinational         63        621
worst max path at each step:
stage | slack (ns) | depth (start not counted) | startpoint | end
finish | 0.21 | 16 | b[0] | product[4]
global route | 0.02 | 16 | b[0] | product[4]
CTS | 0.04 | 18 | a[1] | product[7]
critical path: cells and delay by family:
| family | cells | cell delay, ns |
|---|---|---|
| buffers and inverters | 5 | 0.58 |
| muxes | 1 | 0.18 |
| adders and majority gates | 6 | 2.00 |
| AOI/OAI and AO/OA | 2 | 0.42 |
| and+or+nand+nor | 2 | 0.23 |
logic make-up after synthesis:
| family | count (synthesis) | share of synthesized area |
|---|---|---|
| AOI/OAI and AO/OA | 20 | 0.225 |
| buffers and inverters | 10 | 0.0649 |
| and+or+nand+nor | 16 | 0.136 |
| xor gates and xnor gates | 6 | 0.104 |
| muxes | 7 | 0.128 |
| adders and majority gates | 14 | 0.342 |
per-stage QoR:
step                      setup TNS, ns  area, um2
final                                 0       1010
after global routing                  0       1010
after CTS                             0        985
after detailed placement          -1.44        896
after global placement            -1.37        896
after floorplan                       0        578
power by group through the flow:
stage / Combinational (mW) / Sequential (mW) / Clock (mW)
4_1_cts: 0.112 / 0 / 0
5_1_grt: 0.128 / 0 / 0
6_report: 0.114 / 0 / 0
routing by layer:
| metal | vias to the layer above | routed length [um] | track usage |
|---|---|---|---|
| met3 | 0 | 81 | 0.0110 |
| met1 | 274 | 696 | 0.0609 |
| met4 | 0 | 0 | 0 |
| li1 | 317 | - | - |
| met5 | - | 0 | 0 |
| met2 | 8 | 741 | 0.0815 |
Power figures rest on the tool's default switching activity, not on a simulated workload.
